[flow/config.mk]
export PLATFORM = sky130hd
export DESIGN_NAME = scc
export DESIGN_NICKNAME = scc
export VERILOG_FILES = /design/flow/design.v
export SDC_FILE = /design/flow/constraint.sdc
export NUM_CORES = 4
export LEC_CHECK = 1
export CORE_UTILIZATION = 40
[flow/constraint.sdc]
current_design scc

set clk_period 6.5
set clk_io_pct 0.2

create_clock -name clk0 -period $clk_period [get_ports {clk}]

set non_clock_inputs [all_inputs -no_clocks]
set_input_delay [expr $clk_period * $clk_io_pct] -clock clk0 $non_clock_inputs
set_output_delay [expr $clk_period * $clk_io_pct] -clock clk0 [all_outputs]
[flow/design.v]
module scc (
	clk,
	rst_n,
	addr,
	data_in,
	data_out,
	wr_n,
	rd_n,
	sdnout,
	cs_n,
	stlsel_n,
	ma
);
input clk;
input rst_n;
input [12:0]addr; 
input [7:0]data_in;
output [7:0]data_out;
input wr_n;
input rd_n;
output cs_n;
output [10:0]sdnout;
input stlsel_n;
output [5:0]ma; 
reg [5:0]ma;
reg [10:0]sdnout;
reg cs_n;
reg [7:0]data_out;
wire [4:0]addrmr;
wire [7:0]addrscc;
wire clk32;
reg [7:0] wavec1[0:31]; 
reg [7:0] wavec2[0:31]; 
reg [7:0] wavec3[0:31]; 
reg [7:0] wavec45[0:31];
reg [3:0] freqc1h; 
reg [7:0] freqc1l;      
reg [3:0] freqc2h;
reg [7:0] freqc2l;      
reg [3:0] freqc3h; 
reg [7:0] freqc3l; 	 	
reg [3:0] freqc4h; 
reg [7:0] freqc4l; 	 	
reg [3:0] freqc5h; 
reg [7:0] freqc5l; 	 	
reg [3:0] volc1; 	 	
reg [3:0] volc2; 	 	
reg [3:0] volc3; 	 	
reg [3:0] volc4; 	 	
reg [3:0] volc5;    	
reg [4:0] ofchs;	 	
reg [7:0] testreg;	 	
reg [5:0] mrr0;
reg [5:0] mrr1;
reg [5:0] mrr2;
reg [5:0] mrr3;
reg [11:0] ch1; 
reg [11:0] ch2;
reg [11:0] ch3; 
reg [11:0] ch4;
reg [11:0] ch5;
wire [4:0]wavech1;
wire [4:0]wavech2;
wire [4:0]wavech3;
wire [4:0]wavech4;
wire [4:0]wavech5;
wire [11:0]freqc1;
wire [11:0]freqc2;
wire [11:0]freqc3;
wire [11:0]freqc4;
wire [11:0]freqc5;
assign addrmr = addr[12:8];
assign addrscc = addr[7:0];
assign freqc1 = {freqc1h, freqc1l};
assign freqc2 = {freqc2h, freqc2l};
assign freqc3 = {freqc3h, freqc3l};
assign freqc4 = {freqc4h, freqc4l};
assign freqc5 = {freqc5h, freqc5l};
integer i;
always @(posedge clk or negedge rst_n)
begin : REGs
 if (rst_n == 1'b0)
  begin
    for (i = 0; i == 31; i=i+1) begin
    wavec1[i] <= 8'h00;
    wavec2[i] <= 8'h00;
    wavec3[i] <= 8'h00;
    wavec45[i] <= 8'h00;
    end
    freqc1l  	<= 8'h00;
    freqc1h  	<= 4'h0; 
    freqc2l  	<= 8'h00;
    freqc2h  	<= 4'h0; 
    freqc3l  	<= 8'h00;
    freqc3h  	<= 4'h0; 
    freqc4l  	<= 8'h00;
    freqc4h  	<= 4'h0; 
    freqc5l  	<= 8'h00;
    freqc5h  	<= 4'h0;  
	volc1  		<= 4'h0;  
	volc2  		<= 4'h0;  
	volc3  		<= 4'h0;  
	volc4  		<= 4'h0;  
	volc5  		<= 4'h0;  
	ofchs  		<= 5'd0;  
	testreg  	<= 8'd0;  
  end
 else
  begin 
	if (mrr3 == 6'h3F && wr_n == 1'b0 || rd_n == 1'b1 && stlsel_n == 1'b0) 
	  begin
	    case(addrscc[6:4])
          3'h0,3'h1  : wavec1[addrscc[4:0]]   	<= data_in;
          3'h2,3'h3  : wavec2[addrscc[4:0]]   	<= data_in;
          3'h4,3'h5  : wavec3[addrscc[4:0]]   	<= data_in;
          3'h6,3'h7  : wavec45[addrscc[4:0]]   <= data_in;
        endcase
        if ({addrscc[7],addrscc[4]} == 2'b11 || {addrscc[7],addrscc[4]} == 2'b10)
        begin
          case(addrscc[3:0])
          4'h0  : freqc1h   <= data_in[3:0];
          4'h2  : freqc2h   <= data_in[3:0]; 
          4'h4  : freqc3h   <= data_in[3:0];
          4'h6  : freqc4h   <= data_in[3:0];
          4'h8  : freqc5h   <= data_in[3:0]; 
          4'h1  : freqc1l   <= data_in; 
          4'h3  : freqc2l   <= data_in; 
          4'h5  : freqc3l   <= data_in; 
          4'h7  : freqc4l   <= data_in; 
          4'h9  : freqc5l   <= data_in; 
          4'hA  : volc1     <= data_in[3:0];
          4'hB  : volc2 	   <= data_in[3:0]; 
          4'hC  : volc3 	   <= data_in[3:0]; 
          4'hD  : volc4 	   <= data_in[3:0]; 
          4'hE  : volc5     <= data_in[3:0];
          4'hF  : ofchs     <= data_in[4:0];
          endcase
          end
          if (addrscc[7:4] == 4'hE || addrscc[7:4] == 4'hF)
           testreg   <= data_in;
      end
   else if (mrr3 == 6'h3F && wr_n == 1'b1 || rd_n == 1'b0 && stlsel_n == 1'b0) 
     begin
	    case(addrscc[6:4])
          3'h0,3'h1  : data_out <= wavec1[addrscc[4:0]];
          3'h2,3'h3  : data_out <= wavec2[addrscc[4:0]];
          3'h4,3'h5  : data_out <= wavec3[addrscc[4:0]];
          3'h6,3'h7  : data_out <= wavec45[addrscc[4:0]];
         endcase
     end
  end
end
always @(posedge clk or negedge rst_n)
begin
 if (rst_n == 1'b0)
  begin
   mrr0 <= 6'd0;
   mrr1 <= 6'd0;
   mrr2 <= 6'd0;
   mrr3 <= 6'd0;
  end
 else
  begin
   if (stlsel_n == 1'b0) begin
   if (addrmr == 5'h0A)
    mrr0 <= data_in[5:0];
   else if (addrmr == 5'h0E)
    mrr1 <= data_in[5:0];
   else if (addrmr == 5'h12)
    mrr2 <= data_in[5:0];
   else if (addrmr == 5'h16)
    mrr3 <= data_in[5:0];
   end
  end
end
always @(posedge clk or negedge rst_n)
begin
 if (rst_n == 1'b0)
  begin
   cs_n <= 1'b1;
   ma   <= 6'd0;
  end
 else
  begin
   case(addrmr[4:2])
    3'b010 : begin cs_n <= 1'b0; ma <= mrr0; end
    3'b011 : begin cs_n <= 1'b0; ma <= mrr1; end
    3'b100 : begin cs_n <= 1'b0; ma <= mrr2; end
    3'b101 : begin cs_n <= 1'b0; ma <= mrr3; end
    default : begin cs_n <= 1'b1; ma <= 6'd0; end
   endcase
  end
end
always @(posedge clk or negedge rst_n)
begin
 if (rst_n == 1'b0)
  begin
   ch1 <= 12'd0;
   ch2 <= 12'd0; 
   ch3 <= 12'd0;
   ch4 <= 12'd0;
   ch5 <= 12'd0;
  end
 else
  begin
   if (ofchs[4] == 1'b0)
    ch5 <= 12'd0;
   else
    ch5 <= wavec45[wavech5] * volc5;
   if (ofchs[3] == 1'b0)
    ch4 <= 12'd0;
   else
    ch4 <= wavec45[wavech4] * volc4;
   if (ofchs[2] == 1'b0) 
    ch3 <= 12'd0; 
   else
    ch3 <= wavec3[wavech3] * volc3;
   if (ofchs[1] == 1'b0)
    ch2 <= 12'd0;
   else
    ch2 <= wavec2[wavech2] * volc2;
   if (ofchs[0] == 1'b0)
    ch1 <= 12'd0; 
   else
    ch1 <= wavec1[wavech1] * volc1;
  end
end
always @(ch1, ch2, ch3, ch4, ch5)
begin
  sdnout = ch1[11:1] + ch2[11:1] + ch3[11:1] + ch4[11:1] + ch5[11:1];
end
scc_clkdiv CLKDIV (
	.clk(clk),
	.rst_n(rst_n),
	.clk32(clk32)
);
scc_channel CH1(
	.clk(clk32),
	.rst_n(rst_n),
	.freq_reg(freqc1),
	.wave_addr(wavech1)
);
scc_channel CH2(
	.clk(clk32),
	.rst_n(rst_n),
	.freq_reg(freqc2),
	.wave_addr(wavech2)
);
scc_channel CH3(
	.clk(clk32),
	.rst_n(rst_n),
	.freq_reg(freqc3),
	.wave_addr(wavech3)
);
scc_channel CH4(
	.clk(clk32),
	.rst_n(rst_n),
	.freq_reg(freqc4),
	.wave_addr(wavech4)
);
scc_channel CH5(
	.clk(clk32),
	.rst_n(rst_n),
	.freq_reg(freqc5),
	.wave_addr(wavech5)
);
endmodule
module scc_channel (
	clk,
	rst_n,
	freq_reg,
	wave_addr
);
input clk;
input rst_n;
input [11:0]freq_reg;
output [4:0]wave_addr;
reg [4:0]wave_addr;
reg [15:0]cnt;
reg tone;
reg [4:0]cntw;
always @(posedge clk or negedge rst_n)
begin
 if (rst_n == 1'b0)
  begin
   cnt <= 12'd0;
   tone <= 1'b0;
  end
 else
  begin
   if (cnt == freq_reg) 
    begin
     cnt <= 12'd0;
     tone <= ~tone;
    end
   else
    begin
     cnt <= cnt + 12'd1;
    end
  end 
end
always @(posedge tone or negedge rst_n)
begin
  if (rst_n == 1'b0)
   begin
    cntw <= 5'd0;
   end
  else
   begin
    if (cntw == 5'd31)
     cntw <= 5'd0;
    else
     cntw <= cntw + 5'd1;
   end
end   
always @(cntw)
begin
	wave_addr = cntw;
end
endmodule 
module scc_clkdiv (
	clk,
	rst_n,
	clk32
);
input clk;
input rst_n;
output clk32;
reg [3:0]clkdiv;
assign clk32 = clkdiv[3];
always @(posedge clk or negedge rst_n)
begin
 if (rst_n == 1'b0)
  clkdiv <= 4'd0;
 else
  clkdiv <= clkdiv + 4'd1;
end
endmodule 
[flow/run.sh]
#!/bin/bash
# OpenROAD 26Q1-2900-gdf79404cd8, Yosys 0.63+post, stock flow scripts
make -C /OpenROAD-flow-scripts/flow DESIGN_CONFIG=/design/flow/config.mk WORK_HOME=/design/flow/orfs finish
==> out/qor.yml <==
io_pins: 52
p_int_mw: 14.08
slew_viol_final: 0
die.size.y_um: 403.6
tightestPinTransition_ns: 1.134
status: "completed"
synthFlopType: "edfxtp_1"
clk_latency_ns: 0.84
slew_headroom_pct: 24.19
warnings: 50
avgRoutedWirePerCell_um: 45.96
async_flop_share_pct: 21.64
ys_area_um2: 64510
drtIter0Drc: 6152
ys_top_cells_by_count: "1032 x edfxtp_1, 528 x a22oi_1, 352 x nor2_1, 284 x dfrtp_1, 237 x nand2_1"
cpMostUsedCell: "fa_1"
finalWirelength_um: 351700
post_cts_buffers: 0
worstHoldPathType: "in2async"
cts_buffer_depth: 3
cp.buffers_inverters: 4
fin_ws_ns: 0.4445
dieArea_um2: 162900
yosysWarningCount: 7
cp_slowest_cell: "fa_1"
fillers: 14140
rows: 147
cp_top_family: "adder cells"
sw_frac_of_total_pct: 24.19
vias: 52290
clock.fmax_ghz: 0.1651
io_buffers: 51
slowest_delay_ns: 0.50
finalSetupTns_ns: 0
critPathMaxFanout: 2
cts_tree: "built"
ys_ff: 1317
grt_pass1_wl_um: 466400
fin_hold_ws_ns: 0.4298
arrival_ns: 4.76
syn_avg_cell_area_um2: 12.70
cp.required_ns: 5.20
syn_to_final_growth_pct: 16.38
utilization_pct: 46.81
clkTransAtPathRegs_ns: 0.06
drv_cap: 0
power_switching_mw: 4.493
combinationalPowerShare_pct: 7.6
remaining_drc_errors: 0
die_w_um: 403.6
dpl_worst_slack_ns: 1.021
largest_area_cell: "edfxtp_1"
cts_buffers: 142
yosysTopAreaCellShare_pct: 48.04
skew_ns: 0.03549
dpl.hpwl_um: 239700
rsz0062_at_grt: "no"
worstSetupEndpointType: "output pin"
cts_resized: 0
edf_count: 1032
topCellsByArea: "edfxtp_1 48%, dfrtp_1 11%, a22oi_1 6.1%"
hold_viol: 0
timing.final.setup_violations: 0
r2r_setup_slack_ns: 1.16
worstSetupPathType: "reg2out"
grt_usage_pct: 46.11
yosysUniqueCellTypes: 78
first_global_vias: 52880
drive_gt1_share_pct: 16.37
fp_util_pct: 40.22
cts_max_level: 4
startpoint_type: "flip-flop"
vias_per_cell: 6.835
most_common_cell: "edfxtp_1"
yosys_cells: 5080
p_clk_share_pct: 45.8
seqPwrFrac_pct: 46.7
period_minus_slack_ns: 6.055
core_um2: 160400
power_leakage_nw: 27.75
syn_area_um2: 64510
ant_nets: 0
antenna_found_initial: 24
unclocked_pins: 110
fin_crit_sh_pct: 93.16
place_congestion: 1.079
synth_seq_share_pct: 59.10
peakVddDrop_mv: 0.3161
fin_cells: 7651
overflow: 0
unconstrained_endpoints: 110
clockRootBuffer: "clkbuf_16"
synth_cells: 5080
grt_max_degree: 115
ctsHoldBuffers: 0
dp.cells: 7383
drtPass1Iterations: 9
crit_chain: "fa_1 -> fa_1 -> inv_1 -> fa_1 -> inv_1 -> ha_1 -> inv_1 -> fa_1 -> nor2b_1 -> o21ai_0 -> nand2b_1 -> a21o_1 -> a21oi_1 -> o21ai_0 -> xor2_1 -> clkdlybuf4s50_1"
cellPowerDensity_nw_per_um2: 247.4
per-layer routing:
layer / wire length [um] / GRT usage (%) / vias to the layer above
li1: - / - / 20670
met1: 118300 / 55.54 / 25940
met2: 145900 / 61.16 / 4420
met3: 62090 / 33.96 / 1194
met4: 23820 / 23.11 / 64
met5: 1630 / 6.839 / -
worst register-to-register path, stage by stage (launching register included):
cell and delay [ns]:
edfxtp_1 0.42, a22o_1 0.25, a221oi_1 0.21, nand3_1 0.15
nor4_1 0.88, a21oi_1 0.42, and2_1 0.29, fa_1 0.48
inv_1 0.05, fa_1 0.47, inv_1 0.04, ha_1 0.29
a21oi_1 0.21, o21ai_0 0.14, a2111o_1 0.45, a41oi_1 0.25
xor2_1 0.17, nor2_1 0.06
area by class of cell:
type	instances	area (um^2)	area share [%]
Clock inverter	81	1033	1.377
Sequential cell	1317	38120	50.78
Clock buffer	176	3827	5.098
Timing Repair Buffer	470	3736	4.976
Inverter	155	581.8	0.7749
Antenna cell	11	27.53	0.03666
Multi-Input combinational cell	3281	25040	33.36
Tap cell	2160	2703	3.600
through the flow:
step	power, mW	instance area (um^2)
floorplan	9.537	64510
global placement	10.20	70180
detailed placement	10.21	70180
CTS	18.63	75040
global route	19.03	75050
finish	18.58	75080
cell usage in the layout (no fill, tap or decap), types with 44 or more instances in the layout:
cell type     n
ha_1        127
a21oi_1      78
and2_1      142
nor2_1      275
nor2_2       59
buf_4       415
a222oi_1     52
o21ai_0      44
nand4_1     117
nor4bb_1     52
fa_1         89
clkbuf_16   147
inv_1       152
a22o_1      199
edfxtp_1   1032
dfrtp_1     283
mux2_2      114
xnor2_1      94
xor2_1       84
a221oi_1    210
and3_1       71
nand2_1     237
a22oi_1     528
nand3_1     187
nor3_1       72
power groups by stage:
stage | Combinational [mW] | Clock (mW) | Sequential (mW)
4_1_cts | 1.39 | 8.57 | 8.67
5_1_grt | 1.53 | 8.82 | 8.68
6_report | 1.41 | 8.50 | 8.67
flip-flops by register name, summed over array words and instances (netlist names), 8 cells and up:
register / cells
freqc2l: 8
wavec1: 256
CH4.cnt: 16
wavec45: 256
wavec2: 256
CH5.cnt: 16
ch5: 11
ch1: 11
freqc5l: 8
CH3.cnt: 16
ch3: 11
freqc1l: 8
wavec3: 256
freqc3l: 8
CH1.cnt: 16
data_out: 8
ch2: 11
CH2.cnt: 16
ch4: 11
freqc4l: 8
path summary, 6_finish.rpt:
| path | from | end | cells after the start |
|---|---|---|---|
| min | rst_n | CLKDIV.clkdiv[3] | 1 |
| max in group asynchronous | rst_n | volc5[0] | 4 |
| min in group clk0 | CLKDIV.clkdiv[0] | CLKDIV.clkdiv[0] | 1 |
| max reg2reg | wavec2[18][1] | ch2[11] | 17 |
| max | ch1[2] | sdnout[9] | 16 |
| min reg2reg | CLKDIV.clkdiv[0] | CLKDIV.clkdiv[0] | 1 |
cells by family (layout without fill, tap and decap cells):
| group | count (synthesis) | in the layout | share of synthesized area [%] |
|---|---|---|---|
| mux | 139 | 139 | 2.378 |
| compound gates | 1258 | 1258 | 15.30 |
| other cells | 0 | 11 | 0 |
| simple gates | 1490 | 1490 | 12.64 |
| fa+ha+maj | 216 | 216 | 5.225 |
| flops | 1317 | 1317 | 59.10 |
| xor+xnor | 178 | 178 | 2.417 |
| buf+inv | 482 | 882 | 2.940 |
Power figures rest on the tool's default switching activity, not on a simulated workload.
