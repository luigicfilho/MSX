File: /design/flow/design.v
module lcz80_alu (
  Q, 
  F_Out, 
  Arith16, 
  Z16, 
  ALU_Op, 
  IR, 
  ISet, 
  BusA, 
  BusB, 
  F_In
);
input 		  Arith16;
input 		  Z16;
input  [3:0]  ALU_Op;
input  [5:0]  IR;
input  [1:0]  ISet;
input  [7:0]  BusA;
input  [7:0]  BusB;
input  [7:0]  F_In;
output [7:0]  Q;
output [7:0]  F_Out;
reg [7:0]     Q;
reg [7:0]     F_Out;
function [4:0] AddSub4;
input [3:0] A;
input [3:0] B;
input Sub;
input Carry_In;
begin
  AddSub4 = { 1'b0, A } + { 1'b0, (Sub)?~B:B } + {4'h0,Carry_In};
end
endfunction
function [3:0] AddSub3;
input [2:0] A;
input [2:0] B;
input Sub;
input Carry_In;
begin
  AddSub3 = { 1'b0, A } + { 1'b0, (Sub)?~B:B } + {3'h0,Carry_In};
end
endfunction
function [1:0] AddSub1;
input A;
input B;
input Sub;
input Carry_In;
begin
  AddSub1 = { 1'b0, A } + { 1'b0, (Sub)?~B:B } + {1'h0,Carry_In};
end
endfunction
reg UseCarry;
reg Carry7_v;
reg OverFlow_v;
reg HalfCarry_v;
reg Carry_v;
reg [7:0] Q_v;
reg [7:0] BitMask;
always @(ALU_Op or BusA or BusB or F_In or IR)
begin
	case (IR[5:3])
		3'b000 : BitMask = 8'b00000001;
		3'b001 : BitMask = 8'b00000010;
		3'b010 : BitMask = 8'b00000100; 
		3'b011 : BitMask = 8'b00001000; 
		3'b100 : BitMask = 8'b00010000; 
		3'b101 : BitMask = 8'b00100000; 
		3'b110 : BitMask = 8'b01000000; 
		default: BitMask = 8'b10000000; 
	endcase
	UseCarry = ~ ALU_Op[2] && ALU_Op[0];
	{ HalfCarry_v, Q_v[3:0] } = AddSub4(BusA[3:0], BusB[3:0], ALU_Op[1], ALU_Op[1] ^ (UseCarry && F_In[0]) );
	{ Carry7_v, Q_v[6:4]  } = AddSub3(BusA[6:4], BusB[6:4], ALU_Op[1], HalfCarry_v);
	{ Carry_v, Q_v[7] } = AddSub1(BusA[7], BusB[7], ALU_Op[1], Carry7_v);
	OverFlow_v = Carry_v ^ Carry7_v;
end
reg [7:0] Q_t;
reg [8:0] DAA_Q;
always @ (ALU_Op or Arith16 or BitMask or BusA or BusB
	or Carry_v or F_In or HalfCarry_v or IR or ISet
	or OverFlow_v or Q_v or Z16)
begin
  Q_t = 8'hxx;
  DAA_Q = {9{1'bx}}; 
  F_Out = F_In;
	case (ALU_Op)
		4'b0000, 4'b0001,  4'b0010, 4'b0011, 4'b0100, 4'b0101, 4'b0110, 4'b0111 :
		begin
			F_Out[1] = 1'b0;
			F_Out[0] = 1'b0;
			case (ALU_Op[2:0])
				3'b000, 3'b001 :  
				begin
					Q_t = Q_v;
					F_Out[0] = Carry_v;
					F_Out[4] = HalfCarry_v;
					F_Out[2] = OverFlow_v;
				end
				3'b010, 3'b011, 3'b111 :  
				begin
					Q_t = Q_v;
					F_Out[1] = 1'b1;
					F_Out[0] = ~ Carry_v;
					F_Out[4] = ~ HalfCarry_v;
					F_Out[2] = OverFlow_v;
				end
				3'b100 :  
				begin
					Q_t[7:0] = BusA & BusB;
					F_Out[4] = 1'b1;
				end
				3'b101 :  
				begin
					Q_t[7:0] = BusA ^ BusB;
					F_Out[4] = 1'b0;
				end
				default :  
				begin
					Q_t[7:0] = BusA | BusB;
					F_Out[4] = 1'b0;
				end  
			endcase 
		if (ALU_Op[2:0] == 3'b111 ) 
			begin  
				F_Out[3] = BusB[3];
				F_Out[5] = BusB[5];
			end 
		else 
			begin
				F_Out[3] = Q_t[3];
				F_Out[5] = Q_t[5];
			end
		if (Q_t[7:0] == 8'b00000000 ) 
			begin
				F_Out[6] = 1'b1;
				if (Z16 == 1'b1 ) 
					begin
						F_Out[6] = F_In[6];	 
					end
			end 
		else 
			begin
				F_Out[6] = 1'b0;
			end 
		F_Out[7] = Q_t[7];
		case (ALU_Op[2:0])
			3'b000, 3'b001, 3'b010, 3'b011, 3'b111 : ; 
			default :
				F_Out[2] = ~(^Q_t);                    
		endcase
		if (Arith16 == 1'b1 ) 
			begin
				F_Out[7] = F_In[7];
				F_Out[6] = F_In[6];
				F_Out[2] = F_In[2];
			end
		end  
		4'b1100 :
		begin
			F_Out[4] = F_In[4];
			F_Out[0] = F_In[0];
			DAA_Q[7:0] = BusA;
			DAA_Q[8] = 1'b0;
			if (F_In[1] == 1'b0 ) 
				begin
				if (DAA_Q[3:0] > 9 || F_In[4] == 1'b1 ) 
					begin
						if ((DAA_Q[3:0] > 9) ) 
							begin
								F_Out[4] = 1'b1;
							end 
						else 
							begin
								F_Out[4] = 1'b0;
							end
					DAA_Q = DAA_Q + 6;
					end
				if (DAA_Q[8:4] > 9 || F_In[0] == 1'b1 ) 
					begin
						DAA_Q = DAA_Q + 96;  
					end
				end 
			else 
				begin
					if (DAA_Q[3:0] > 9 || F_In[4] == 1'b1 ) 
						begin
							if (DAA_Q[3:0] > 5 ) 
								begin
									F_Out[4] = 1'b0;
								end
							DAA_Q[7:0] = DAA_Q[7:0] - 6;
						end
					if (BusA > 153 || F_In[0] == 1'b1 ) 
						begin
							DAA_Q = DAA_Q - 352;  
						end
				end
			F_Out[3] = DAA_Q[3];
			F_Out[5] = DAA_Q[5];
			F_Out[0] = F_In[0] || DAA_Q[8];
			Q_t = DAA_Q[7:0];
			if (DAA_Q[7:0] == 8'b00000000 ) 
				begin
					F_Out[6] = 1'b1;
				end 
			else 
				begin
					F_Out[6] = 1'b0;
				end
			F_Out[7] = DAA_Q[7];
			F_Out[2] = ~ (^DAA_Q);
		end
		4'b1101, 4'b1110 :
		begin
			Q_t[7:4] = BusA[7:4];
			if (ALU_Op[0] == 1'b1 ) 
				begin
					Q_t[3:0] = BusB[7:4];
				end 
			else 
				begin
					Q_t[3:0] = BusB[3:0];
				end
			F_Out[4] = 1'b0;
			F_Out[1] = 1'b0;
			F_Out[3] = Q_t[3];
			F_Out[5] = Q_t[5];
			if (Q_t[7:0] == 8'b00000000 ) 
				begin
					F_Out[6] = 1'b1;
				end 
			else 
				begin
					F_Out[6] = 1'b0;
				end
			F_Out[7] = Q_t[7];
			F_Out[2] = ~(^Q_t);
		end
		4'b1001 :
		begin
			Q_t[7:0] = BusB & BitMask;
			F_Out[7] = Q_t[7];
			if (Q_t[7:0] == 8'b00000000 ) 
				begin
					F_Out[6] = 1'b1;
					F_Out[2] = 1'b1;
				end 
			else 
				begin
					F_Out[6] = 1'b0;
					F_Out[2] = 1'b0;
				end
			F_Out[4] = 1'b1;
			F_Out[1] = 1'b0;
			F_Out[3] = 1'b0;
			F_Out[5] = 1'b0;
			if (IR[2:0] != 3'b110 ) 
				begin
					F_Out[3] = BusB[3];
					F_Out[5] = BusB[5];
				end
		end	
		4'b1010 :
			Q_t[7:0] = BusB | BitMask;
		4'b1011 :
			Q_t[7:0] = BusB & ~ BitMask;	
		4'b1000 :
		begin
			case (IR[5:3])
				3'b000 :  
				begin
					Q_t[7:1] = BusA[6:0];
					Q_t[0] = BusA[7];
					F_Out[0] = BusA[7];
				end
				3'b010 :  
				begin
					Q_t[7:1] = BusA[6:0];
					Q_t[0] = F_In[0];
					F_Out[0] = BusA[7];
				end  
				3'b001 :  
				begin
					Q_t[6:0] = BusA[7:1];
					Q_t[7] = BusA[0];
					F_Out[0] = BusA[0];
				end 
				3'b011 :  
				begin                        
					Q_t[6:0] = BusA[7:1];
					Q_t[7] = F_In[0];
					F_Out[0] = BusA[0];
				end
				3'b100 :  
				begin
					Q_t[7:1] = BusA[6:0];
					Q_t[0] = 1'b0;
					F_Out[0] = BusA[7];
				end  
				3'b110 :  
				begin
					Q_t[7:1] = BusA[6:0];
					Q_t[0] = 1'b1;
					F_Out[0] = BusA[7];
				end  
				3'b101 :  
				begin
					Q_t[6:0] = BusA[7:1];
					Q_t[7] = BusA[7];
					F_Out[0] = BusA[0];
				end
				default :  
				begin
					Q_t[6:0] = BusA[7:1];
					Q_t[7] = 1'b0;
					F_Out[0] = BusA[0];
				end
			endcase  
			F_Out[4] = 1'b0;
			F_Out[1] = 1'b0;
			F_Out[3] = Q_t[3];
			F_Out[5] = Q_t[5];
			F_Out[7] = Q_t[7];
			if (Q_t[7:0] == 8'b00000000 ) 
				begin
					F_Out[6] = 1'b1;
				end 
			else 
				begin
					F_Out[6] = 1'b0;
				end
			F_Out[2] = ~(^Q_t);
			if (ISet == 2'b00 ) 
				begin
					F_Out[2] = F_In[2];
					F_Out[7] = F_In[7];
					F_Out[6] = F_In[6];
				end
		end   
		default : ;  
	endcase  
	Q = Q_t;
end
endmodule
File: /design/flow/run.sh
#!/bin/bash
# OpenROAD 26Q1-2900-gdf79404cd8, Yosys 0.63+post, stock flow scripts
make -C /OpenROAD-flow-scripts/flow DESIGN_CONFIG=/design/flow/config.mk WORK_HOME=/design/flow/orfs finish
File: /design/flow/config.mk
export PLATFORM = sky130hd
export DESIGN_NAME = lcz80_alu
export DESIGN_NICKNAME = lcz80_alu
export VERILOG_FILES = /design/flow/design.v
export SDC_FILE = /design/flow/constraint.sdc
export NUM_CORES = 4
export LEC_CHECK = 1
export CORE_UTILIZATION = 50
File: /design/flow/constraint.sdc
current_design lcz80_alu

set clk_period 6.6
set clk_io_pct 0.2

create_clock -name clk0 -period $clk_period

set non_clock_inputs [all_inputs -no_clocks]
set_input_delay [expr $clk_period * $clk_io_pct] -clock clk0 $non_clock_inputs
set_output_delay [expr $clk_period * $clk_io_pct] -clock clk0 [all_outputs]
==> run summary <==
Largest net degree at the start of global routing: 37
Crit path kind: input port to output port
Vias in the first global route: 3523
Synth warnings: 1
Critical path depth: 21
Crit-path cells: buf_8 -> and3_4 -> xor2_2 -> fa_2 -> fa_2 -> a21o_1 -> a21o_1 -> fa_2 -> a21o_1 -> a21o_1 -> fa_2 -> a22oi_2 -> ha_4 -> xnor2_2 -> xnor2_1 -> nor2_1 -> a211oi_2 -> a21oi_1 -> o21a_1 -> nand3_1 -> buf_2
Kind of start point of the critical path: input port
Worst min path class: input port to output port
Largest stage delay, worst path: 450 ps
Routed length per placed instance: 18.59 um
Vias: 3948
First-pass GRT wire length: 18240 um
Post-DP Area: 4154 um^2
Drt pass-1 iters: 6
Mean Syn Cell Area: 7.033 um^2
Core area: 6026 um^2
Cell area after synthesis: 3172 um^2
WL final: 11920 um
Clock network fraction of total power: 0%
Starting Density: 52.64%
Filler cell count: 456
Int Pwr: 0.2601 mW
Count of distinct cell types in the synthesized netlist: 66
HPWL after DPL: 8697 um
Post-synth seq share: 0%
Worst-margin pin slew: 824.1 ps
Comb area: 3084 um^2
IO Port Bufs: 54
I/O pin total: 54
Max cap viols: 0
Synth Instances: 451
Initial antenna violation count: 0
Pwr Total: 0.4977 mW
WP data arrival: 5500 ps
All-layer global routing usage: 36.93%
Seq_cells: 0
Kind of end point of the critical path: output port
DRT iter0 DRCs: 313
Finished Cell Area: 4474 um^2
Slowest-stage cell, CP: fa_2
Row count: 28
Psw: 0.2376 mW
Die ar.: 6666 um^2
Reg power frac: 0%
Max-slew violation count: 0
Tool warning count: 51
Die X: 81.65 um
Hold buffers post-CTS: 0
Critical path buffers and inverters: 2
Pwr per Cell Area: 111.2 nW/um^2
Antenna Nets Post-Route: 0
Logic pwr share: 100.0%
Crit Path Max Fanout: 2
Top delay family on crit path: adder cells
Ys cells: 451
Clock buffer cells: 0
GP Congestion: 0.9857
Status: complete, but fails checks
P&R area growth vs syn: 41.07%
Leakage: 2.064 nW
TNS Setup: -219.3 ps
Setup violators final: 1
Fin crit share: 103.3%
Register area: 0 um^2
Worst setup path startpoint: F_In[0]
Tmin final: 6819 ps
Final hold violation count: 0
Synthesis area per yosys: 3172 um^2
Via-per-instance ratio: 6.159
Relative slew slack: 44.89%
F_max: 146.6 MHz
Final worst setup slack: -219.3 ps
Maximum VDD drop: 0.09128 mV
Failing checks: negative setup slack
Ant diodes: 0
Switching Share: 47.74%
Crit path to: F_Out[2]
Worst endpoint required time: 5280 ps
DRC: 0
Remaining global-route overflow: 0
Share of layout cells above drive strength 1: 23.32%
Die Ht: 81.65 um
RSZ-0062 raised after global routing: true
metrics by stage:
| step | worst slack [ps] | util, % | hold WS (ps) | instances |
|---|---|---|---|---|
| 5_1_grt | -373.7 | 74.25 | 3429 | 641 |
| 6_report | -219.3 | 74.25 | 3381 | 641 |
| 4_1_cts | -433.5 | 72.78 | 3391 | 641 |
| 3_3_place_gp | -1107 | 68.94 | 3598 | 613 |
| 3_5_place_dp | -1149 | 68.94 | 3605 | 613 |
| 2_1_floorplan | -305.0 | - | 2714 | 451 |
synth_stat cells, drive strengths merged, types with 7 or more instances:
| cell | number | area [um^2] |
|---|---|---|
| nand2b | 8 | 50.05 |
| xnor2 | 19 | 173.9 |
| nor3 | 7 | 40.04 |
| a22oi | 11 | 82.58 |
| ha | 47 | 588.1 |
| nor2 | 39 | 146.4 |
| nand3 | 9 | 45.04 |
| nand2 | 40 | 150.1 |
| xor2 | 16 | 140.1 |
| o21ai | 24 | 120.1 |
| mux2i | 22 | 220.2 |
| o22ai | 11 | 75.07 |
| a21o | 8 | 60.06 |
| a31oi | 10 | 68.81 |
| clkbuf | 17 | 63.81 |
| buf | 10 | 48.79 |
| a21oi | 31 | 155.2 |
| inv | 28 | 105.1 |
per-layer routing:
metal  vias to the layer above  GRT usage (%)  wire length, um
li1                       1883              -                -
met1                      1812          54.29             5269
met2                       224          55.42             5101
met3                        29          8.681             1309
met4                         0          6.842              234
met5                         -              0                0
area by class of cell:
type,instances,area share (%)
multi-input cells,396,68.93
repair buffers,142,26.62
inverters,28,2.349
well taps,75,2.097
how the worst min path moves through the flow:
stage | startpoint | to | slack [ps] | cells after the start
4_1_cts | F_In[7] | F_Out[7] | 3390 | 4
6_report | F_In[7] | F_Out[7] | 3380 | 4
5_1_grt | F_In[6] | F_Out[6] | 3430 | 4
power by group through the flow:
stage | Sequential, mW | Combinational (mW) | Clock (mW)
6_report | 0 | 0.498 | 0
5_1_grt | 0 | 0.540 | 0
4_1_cts | 0 | 0.454 | 0
timing repair:
action | in CTS | in global routing
gates resized | 39 | 18
endpoints found under the hold margin | 0 | 0
setup buffers | 28 | 3
pin swaps | 21 | 25
endpoints found under the setup margin | 5 | 7
logic make-up after synthesis:
family	after synthesis	share of synthesized area [%]
mux	25	8.008
compound gates	145	31.72
buf+inv	55	6.864
xor+xnor	35	9.901
simple gates	139	21.82
fa+ha+maj	52	21.70
layout by cell type (no fill, tap or decap), types with 4 or more instances in the layout:
cell / count
inv_1: 27
a31oi_1: 9
ha_1: 46
a21o_1: 8
and2_1: 5
nor2b_1: 6
nand2b_1: 8
nand3_1: 9
xnor2_1: 14
mux2i_1: 22
a22oi_1: 10
nor3_1: 6
nor2_1: 39
o221ai_1: 5
buf_4: 87
o21ai_0: 24
xnor2_2: 5
o22ai_1: 10
fa_2: 4
nand2_1: 40
o211ai_1: 4
nand3b_1: 4
xor2_1: 14
o21bai_1: 4
a211oi_1: 4
a21oi_1: 30
clkdlybuf4s50_1: 43
Power and IR drop assume default switching activity.
